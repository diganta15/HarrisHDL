### ./design.v
module mux4(input logic[3:0]d0,d1,d2,d3,
            input logic[1:0]s,
            output logic[3:0]y);
assign y = s[1]?(s[0]?d3:d2):(s[0]?d1:d2);
endmodule
### ./run.sh
#!/bin/bash
# OpenROAD 26Q1-2900-gdf79404cd8, Yosys 0.63+post, stock flow scripts
make -C /OpenROAD-flow-scripts/flow DESIGN_CONFIG=/design/flow/config.mk WORK_HOME=/design/flow/orfs finish
### ./config.mk
export PLATFORM = sky130hd
export DESIGN_NAME = mux4
export DESIGN_NICKNAME = mux4
export VERILOG_FILES = /design/flow/design.v
export SDC_FILE = /design/flow/constraint.sdc
export NUM_CORES = 4
export LEC_CHECK = 1
export CORE_AREA = 10 10 70 70
export DIE_AREA = 0 0 80 80
### ./constraint.sdc
current_design mux4

set clk_period 1.0
set clk_io_pct 0.2

create_clock -name clk0 -period $clk_period

set non_clock_inputs [all_inputs -no_clocks]
set_input_delay [expr $clk_period * $clk_io_pct] -clock clk0 $non_clock_inputs
set_output_delay [expr $clk_period * $clk_io_pct] -clock clk0 [all_outputs]
==> run_results.csv <==
group,metric,value,unit
global_routing,grt.met1_usage,0.01912,
global_routing,grt_max_degree,9,
route,diodes,0,
critical_path,required,0.80,ns
critical_path,endpoint,"y[0]",
sta,timing.final.ws_setup,0.03514,ns
clock_tree,hold_buffers,0,
placed_design,dp_slack,-0.7458,ns
global_routing,grtUsageMet2,0.01204,
logic_synthesis,yosys_area,83.83,um^2
global_routing,overflow,0,
cells_and_area,area_growth,226.9,%
power_and_ir_drop,p_per_area,274.4,nW/um^2
logic_synthesis,synthCells,14,
hold_path,holdPathStages,3,
route,drt-vias-per-instance,2.105,
logic_synthesis,ys_cells,14,
outcome,status,"finished, final reports clean",
logic_synthesis,yosys.cell_types.count,5,
run,warnings,36,
route,vias,160,
global_routing,grt_use_met3,0.01250,
route,post_drt_wl_per_cell,6.816,um
sta,worstMarginPinSlew,0.1415,ns
logic_synthesis,ys_top_logic_family,"multiplexers",
die,fp-row-count,21,
sta,rsz0062_at_grt,"false",
die,coreArea,3416,um^2
die,top_level_ports,22,
placed_design,place_congestion,0.7893,
sta,final.period_utilization,0.9649,
critical_path,cp.arrival,0.76,ns
sta,relSlewSlack,0.9029,
logic_synthesis,avgSynthCellArea,5.988,um^2
cells_and_area,layout-drive-gt1-share,0.2000,
sta,fmax,1036,MHz
critical_path,endpoint_kind,"output pin",
power_and_ir_drop,power_leakage,0.1214,nW
logic_synthesis,xor_share,0,
route,wl,518,um
power_and_ir_drop,peakVddDrop,0.01927,mV
logic_synthesis,syn_area,83.83,um^2
logic_synthesis,mux_share,0.4776,
global_routing,grt_util_all_layers,0.01270,
cells_and_area,regArea,0,um^2
hold_path,hold_path.class,"input port to output pin",
sta,hold_ws,0.7333,ns
die,die_width,80,um
critical_path,path_class,"input port to output pin",
global_routing,busiest_layer,"met1",
critical_path,worst-path-max-fanout,1,
route,drt_iter0_markers,4,
cells_and_area,n_clock_buffer,0,
route,first_pass_iters,2,
logic_synthesis,simple_gate_share,0.1791,
die,fp.dieH,80,um
sta,min_period,0.9649,ns
power_and_ir_drop,power,0.07519,mW
critical_path,critPathLaunch,"d3[0]",
sta,finalMaxSlewViolations,0,
cells_and_area,n_sequential_cell,0,
critical_path,start_kind,"input port",
die,fp_util,0.02454,
route,drc_errors,0,
logic_synthesis,yosys_warnings,0,
route,ant_nets,0,
sta,hold_viol_final,0,
logic_synthesis,ys_sh_aoi,0.2388,
global_routing,grt_pass1_wl,703,um
global_routing,antenna_found_initial,0,
logic_synthesis,ys_sh_adder,0,
logic_synthesis,synth_seq_share,0,
run,cap_viol_max_count,0,
sta,setup_viol,0,
placed_design,port_buffers,18,
die,dieArea,6400,um^2
global_routing,grt_pass1_vias,138,
## layout by cell type, fill, tap and decap left out
cell and count:
dlygate4sd2_1 9, buf_2 5, mux2i_1 4, a21oi_1 4
clkdlybuf4s15_1 3, clkbuf_4 1, nor2_1 4
## metal layers
layer,vias up,share of wire
met5,-,0
met4,0,0
li1,81,-
met1,61,0.46
met2,18,0.20
met3,0,0.33
## worst max-delay path: stages
cell and delay (ns):
dlygate4sd2_1 0.23, mux2i_1 0.14, a21oi_1 0.08, buf_2 0.11
## cell usage after synthesis
cell	n	area, um^2
a21oi_1	4	20.02
buf_1	1	3.750
clkbuf_2	1	5.000
mux2i_1	4	40.04
nor2_1	4	15.01
## report_power, final
| group | switching [mW] | internal, mW |
|---|---|---|
| clock | 0 | 0 |
| combinational | 0.0245 | 0.0506 |
| sequential | 0 | 0 |
| total | 0.0245 | 0.0506 |
## per-stage QoR
stage / instance area (um^2) / std cells / utilization / setup TNS [ns]
3_3_place_gp: 312.8 / 76 / 0.09158 / -2.836
5_1_grt: 274.0 / 76 / 0.08022 / 0
2_1_floorplan: 83.83 / 14 / - / 0
3_5_place_dp: 312.8 / 76 / 0.09158 / -2.950
6_report: 274.0 / 76 / 0.08022 / 0
4_1_cts: 274.0 / 76 / 0.08022 / 0
## what timing repair did
| item | 4_1_cts | 5_1_grt |
|---|---|---|
| buffers inserted | 0 | 0 |
| pin swaps | 6 | 3 |
| gates resized | 31 | 6 |
| setup endpoints to repair | 4 | 3 |
## cell families after synthesis
logic type,Yosys count
simple gates,4
compound gates,4
mux,4
buf+inv,2
## worst min path at each step
| stage | from | end | slack, ns |
|---|---|---|---|
| final | s[0] | y[0] | 0.73 |
| after global routing | s[0] | y[1] | 0.76 |
| after CTS | d2[2] | y[2] | 0.82 |
## final cells by class
cell class	count	area, um^2
fill	410	3142
multi-input combinational	12	75.07
tap	46	57.56
timing repair buffer	18	141.4
Power is estimated from default activity; no workload was simulated.
