**design/flow/design.v**
```verilog
module gates(input logic[3:0]a,b,
            output logic[3:0]y1,y2,y3,y4,y5);
assign y1 = a&b;
assign y2 = a|b;
assign y3 = a^b;
assign y4 = ~(a&b);
assign y5 = ~(a|b);
endmodule
```
**design/flow/run.sh**
```bash
#!/bin/bash
# OpenROAD 26Q1-2900-gdf79404cd8, Yosys 0.63+post, stock flow scripts
make -C /OpenROAD-flow-scripts/flow DESIGN_CONFIG=/design/flow/config.mk WORK_HOME=/design/flow/orfs finish
```
**design/flow/constraint.sdc**
```tcl
current_design gates

set clk_period 1.0
set clk_io_pct 0.2

create_clock -name clk0 -period $clk_period

set non_clock_inputs [all_inputs -no_clocks]
set_input_delay [expr $clk_period * $clk_io_pct] -clock clk0 $non_clock_inputs
set_output_delay [expr $clk_period * $clk_io_pct] -clock clk0 [all_outputs]
```
**design/flow/config.mk**
```make
export PLATFORM = sky130hd
export DESIGN_NAME = gates
export DESIGN_NICKNAME = gates
export VERILOG_FILES = /design/flow/design.v
export SDC_FILE = /design/flow/constraint.sdc
export NUM_CORES = 4
export LEC_CHECK = 1
export CORE_AREA = 10 10 70 70
export DIE_AREA = 0 0 80 80
```
==> PnR_summary.wiki <==
== Implementation results ==
{| class="wikitable"
! Metric !! Value
|-
| Run status || complete, no violations
|-
| Overflow left after global routing || 0
|-
| HPWL after detailed placement || 822.9 µm
|-
| Category of the most critical setup path || input pin to primary output
|-
| Simple-Gate Area Share || 0%
|-
| FP Util || 7.619%
|-
| Sequential group share of total power || 0%
|-
| Proportion of power drawn by the clock network || 0%
|-
| Post-synthesis mux area share || 0%
|-
| Final setup vio count || 0
|-
| Path category of the worst min-delay check || input pin to primary output
|-
| Layout sequential cell count || 0
|-
| Final period util || 97.36%
|-
| Mean post-synth cell area || 8.133 µm²
|-
| Max-cap violations || 0
|-
| Yosys Chip Area || 260.2 µm²
|-
| Post-synthesis share of cell area spent on xor and xnor gates || 0%
|-
| Top-level port count || 28
|-
| Number of standard-cell rows in the floorplan || 21
|-
| GR Layer Usage met2 || 4.334%
|-
| Placement-stage worst setup slack || -0.7085 ns
|-
| Endpoint class of the critical path || primary output
|-
| Final critical-path required period || 0.9736 ns
|-
| Hold-fix buffer count after cts || 0
|-
| Die Height || 80 µm
|-
| Critical path required time || 0.80 ns
|-
| Iteration-0 DRC Markers || 2
|-
| Switching pwr || 0.00006692 W
|-
| Number of max-slew violations in the final report || 0
|-
| Post-route setup slack || 0.02645 ns
|-
| ANT nets after route || 0
|-
| Routed wire length per instance || 7.655 µm
|-
| # Cells Yosys || 32
|-
| Tally of OpenROAD warnings || 44
|-
| FF+latch area || 0 µm²
|-
| Number of diodes added for antenna fixing || 0
|-
| Comb area leader || adder cells
|-
| Worst Setup Start Kind || input pin
|-
| CP Data Arrival Time || 0.77 ns
|-
| Core region area || 3416 µm²
|-
| Sequential-to-total area share from yosys stat || 0%
|-
| Area fraction in full adders, half adders and majority gates || 76.92%
|-
| Worst Hold Path EP || y3[0]
|-
| Switch share || 32.94%
|-
| Slew of the pin with the lowest slew margin || 0.07081 ns
|-
| Min-delay src || b[0]
|-
| Ratio of routed vias to standard cells || 2.689
|-
| Area fraction in compound gates || 0%
|-
| DIE AREA || 6400 µm²
|-
| Die X || 80 µm
|-
| Distinct cell type count after synthesis || 2
|-
| Relative slew slack || 95.27%
|-
| GR Layer Usage met3 || 1.250%
|-
| Internal Pwr Total || 0.0001363 W
|-
| Vias || 320
|-
| Number of filler cells placed in the layout || 391
|-
| Total routed wirelength || 911 µm
|-
| Highest clock frequency the design can meet || 1027 MHz
|-
| Total DRC errors in the routed layout || 0
|-
| Number of antenna violations at the first check in global routing || 0
|-
| Placer's final routability congestion estimate || 0.6888
|-
| Worst hold path stage count || 4
|-
| Most used routing layer in global routing || met2
|-
| GR Util met1 || 3.428%
|-
| Post-synthesis to final-layout area growth || 184.6%
|-
| Unrepaired setup endpoints after global routing || no
|-
| Clock buffer cells || 0
|-
| Core Util, Final || 21.69%
|-
| Final hold violation count || 0
|-
| Gate count of the mapped netlist || 32
|-
| Max FO, Critical Path || 3
|-
| Placement Cell Area || 688.2 µm²
|-
| Post-route worst hold slack || 0.7511 ns
|-
| Power per cell area || 274.3 nW/µm²
|-
| Count of input and output buffers || 28
|-
| Worst VDD drop || 0.08258 mV
|-
| Comb pwr share || 100.0%
|-
| Area of the mapped netlist || 260.3 µm²
|-
| Largest net degree at the start of global routing || 4
|-
| Warnings, synthesis || 0
|-
| First-pass GRT wire length || 1531 µm
|-
| Final std cell area, no fill || 740.7 µm²
|-
| Pre-antenna DRT Iters || 2
|-
| Static leakage power || 0.3790 nW
|-
| Vias in the first global route || 340
|-
| Fraction of layout instances using a drive strength above 1 || 64.38%
|-
| Overall Global Routing Usage || 2.701%
|}
[worst max-delay path, stage by stage]
cell and delay (ns):
sky130_fd_sc_hd__buf_6 0.08, sky130_fd_sc_hd__inv_2 0.03, sky130_fd_sc_hd__buf_4 0.11, sky130_fd_sc_hd__ha_1 0.17
sky130_fd_sc_hd__clkdlybuf4s15_1 0.17
[final cells by class]
type | count | area (µm²) | area share, %
multi-input combinational | 16 | 262.8 | 35.47
inverter | 16 | 60.06 | 8.108
tap | 46 | 57.56 | 7.770
timing repair buffer | 41 | 360.3 | 48.65
[cells in the final DEF (no fill, tap or decap)]
| cell type | n |
|---|---|
| sky130_fd_sc_hd__buf_4 | 8 |
| sky130_fd_sc_hd__buf_6 | 14 |
| sky130_fd_sc_hd__ha_1 | 7 |
| sky130_fd_sc_hd__inv_2 | 8 |
| sky130_fd_sc_hd__ha_4 | 4 |
| sky130_fd_sc_hd__clkbuf_2 | 4 |
| sky130_fd_sc_hd__dlygate4sd2_1 | 6 |
| sky130_fd_sc_hd__ha_2 | 5 |
| sky130_fd_sc_hd__inv_1 | 8 |
| sky130_fd_sc_hd__clkdlybuf4s15_1 | 5 |
| sky130_fd_sc_hd__buf_2 | 4 |
[cell usage after synthesis, drive strengths merged]
master	number	share of area, %
ha	16	77
inv	16	23
[power groups by stage]
stage | clock network, W | registers [W] | logic (W)
CTS | 0 | 0 | 0.000211
global route | 0 | 0 | 0.000235
finish | 0 | 0 | 0.000203
[layer usage]
metal / share of wire, % / wire length (µm)
met5: 0 / 0
met4: 0 / 0
met3: 13 / 121
met2: 50 / 458
met1: 36 / 331
[worst max path at each step]
stage                   end  start  slack [ns]
after CTS             y4[1]   a[1]       0.002
final                 y5[2]   a[2]        0.03
after global routing  y1[1]   a[1]       0.002
[cell families (layout without fill, tap and decap cells)]
group,count (synthesis),count (layout)
adder cells (fa/ha/maj),16,16
buffers and inverters,16,57
[stage by stage]
step | TNS [ns] | instances | power, W
after floorplan | 0 | 32 | 0.00001954
after global placement | -12.68 | 118 | 0.0002086
after detailed placement | -12.88 | 118 | 0.0002106
after CTS | 0 | 121 | 0.0002106
after global routing | 0 | 119 | 0.0002346
final | 0 | 119 | 0.0002032
[repair_timing]
| item | in CTS | in global routing |
|---|---|---|
| pin swaps | 1 | 0 |
| buffers inserted | 6 | 0 |
| resized | 101 | 8 |
| endpoints found under the setup margin | 20 | 7 |
| endpoints found under the hold margin | 0 | 0 |
Power and IR drop assume default switching activity.
